==> flow/design.v <==
module Comparitor(
    Arr0,Arr1,Arr2,Arr3,Arr4,Arr5,Arr6,Arr7,Arr8,Arr9,clk,done,result,enable,reset
);
    input [15:0]Arr0;
    input [15:0]Arr1;
    input [15:0]Arr2;
    input [15:0]Arr3;
    input [15:0]Arr4;
    input [15:0]Arr5;
    input [15:0]Arr6;
    input [15:0]Arr7;
    input [15:0]Arr8;
    input [15:0]Arr9;
    input clk;
    input enable;
    input reset;
    output reg done;
    output reg [3:0]result;
    reg [15:0]max;
    reg [3:0]i;
    reg [3:0] maxIndex;
always @(posedge clk) begin
    if(reset == 1) begin
            max  <= Arr0;
            i  <= 4'b0001;
            maxIndex <= 4'b0000;
            done <= 0;
        end
    if(enable == 1) begin
        if(done == 0) begin
            if(i == 1)begin
                max <= ($signed(Arr1) > $signed(max))? Arr1 : max;
                maxIndex <= ($signed(Arr1) > $signed(max))? i : maxIndex;
            end
            else if (i == 2) begin
                max <= ($signed(Arr2) > $signed(max))? Arr2 : max;
                maxIndex <= ($signed(Arr2) > $signed(max))? i : maxIndex;
            end
            else if (i == 3) begin
                max <= ($signed(Arr3) > $signed(max))? Arr3 : max;
                maxIndex <= ($signed(Arr3) > $signed(max))? i : maxIndex;
            end
            else if (i == 4) begin
                max <= ($signed(Arr4) > $signed(max))? Arr4 : max;
                maxIndex <= ($signed(Arr4) > $signed(max))? i : maxIndex;
            end
            else if (i == 5) begin
                max <= ($signed(Arr5) > $signed(max))? Arr5 : max;
                maxIndex <= ($signed(Arr5) > $signed(max))? i : maxIndex;
            end
            else if (i == 6) begin
                max <= ($signed(Arr6) > $signed(max))? Arr6 : max;
                maxIndex <= ($signed(Arr6) > $signed(max))? i : maxIndex;
            end
            else if (i == 7) begin
                max <= ($signed(Arr7) > $signed(max))? Arr7 : max;
                maxIndex <= ($signed(Arr7) > $signed(max))? i : maxIndex;
            end
            else if (i == 8) begin
                max <= ($signed(Arr8) > $signed(max))? Arr8 : max;
                maxIndex <= ($signed(Arr8) > $signed(max))? i : maxIndex;
            end
            else if (i == 9) begin
                max <= ($signed(Arr9) > $signed(max))? Arr9 : max;
                maxIndex <= ($signed(Arr9) > $signed(max))? i : maxIndex;
            end
            i <= i + 1;
            if (i>=9) begin
                result <= maxIndex;
                done <= 1;
            end
        end 
    end
end
endmodule
==> flow/run.sh <==
#!/bin/bash
# OpenROAD 26Q1-2900-gdf79404cd8, Yosys 0.63+post, stock flow scripts
make -C /OpenROAD-flow-scripts/flow DESIGN_CONFIG=/design/flow/config.mk WORK_HOME=/design/flow/orfs finish
==> flow/config.mk <==
export PLATFORM = sky130hd
export DESIGN_NAME = Comparitor
export DESIGN_NICKNAME = Comparitor
export VERILOG_FILES = /design/flow/design.v
export SDC_FILE = /design/flow/constraint.sdc
export NUM_CORES = 4
export LEC_CHECK = 1
export CORE_UTILIZATION = 30
==> flow/constraint.sdc <==
current_design Comparitor

set clk_period 11.2
set clk_io_pct 0.2

create_clock -name clk0 -period $clk_period [get_ports {clk}]

set non_clock_inputs [all_inputs -no_clocks]
set_input_delay [expr $clk_period * $clk_io_pct] -clock clk0 $non_clock_inputs
set_output_delay [expr $clk_period * $clk_io_pct] -clock clk0 [all_outputs]
==> flow_summary.toml <==
# synthesis and place-and-route metrics
[status]
outcome = "complete, no violations"

[synthesis]
yosys.area.top_type = "ha_1"
synth_warnings = 1
netlist_top_cells_area = "ha_1 (31%), edfxtp_1 (12%), a21oi_1 (5.3%)"
synth-area-yosys_mm2 = 0.00589
yosys_cells = 702
top_cell_area_share_pct = 31.5
edf_count = 24
synthArstFlopShare_pct = 0
synth_cells = 702
syn_area_mm2 = 0.00589
syn_avg_cell_area_um2 = 8.38
yosysSeqAreaShare_pct = 13.9
synth_cell_type_count = 59
synth-seq-cells = 29
synthFlopType = "edfxtp_1"

[timing]
rsz0062_at_grt = "false"
layout_min_cycle_time_ns = 5.48
slew-limit-headroom_pct = 47.7
finalCritPeriodShare_pct = 48.9
whs_ns = 0.478
final_hold_viol_count = 0
report.final.slew_viol_count = 0
worst_slew_pin_slew_ns = 0.783
setup_tns_ns = 0
fin_skew_ns = 0.00567
clock.fmax_ghz = 0.182
finalSetupViolCount = 0

[cts]
clkSlewWorstSetupHoldPaths_ns = 0.05
cts.repair.resized = 0
root_buffer = "clkbuf_16"
ctsHoldBuffers = 0
clock-sinks = 29
postCtsSetupBuffers = 0
worstSkewPairLatency_ns = 0.27
cts_made_buffers = 5
cts_tree = "done"
htree_levels = 2
cts_buffer_depth = 2

[pwr]
p_int_w = 0.000779
p_seq_share_pct = 13.6
power_frac_comb_pct = 77.4
power_density_mw_per_mm2 = 207
switching_share_pct = 52.8
leakage_nw = 3.40
power_switching_w = 0.000870
pwr-share-clk_pct = 9.0
ir_worst_vdd_v = 0.000103

[routing]
vias_per_cell = 5.72
drtPass1Iterations = 7
vias = 6360
diodes = 0
routed_wl_um = 25000
drtIter0Drc = 511
drcViolationCount = 0
drtAntennaViolNets = 0
avgRoutedWirePerCell_um = 22.5

[setup_path]
worst-path-max-fanout = 12
critPathArrivalTime_ns = 5.45
critPathCaptureType = "flop"
worstSetupPathType = "input port to flop"
worstPathRequired_ns = 11.17
cp-start-kind = "input port"

[grt]
grt_usage_pct = 25.2
grt_pass1_vias = 6208
antenna_found_initial = 0
grt_max_degree = 36
grt_pass1_wl_um = 36600
gr-total-overflow = 0

[die]
die_area_mm2 = 0.0202
die_y_um = 142
ios = 168
core_area_mm2 = 0.0190
die_x_um = 142
floorplan.core_util_pct = 31.0
num_rows = 50

[flow_run]
maxCapViolations = 0
tool_warnings = 28

[min_path]
hp-class = "flop to flop"

[layout]
final_common_cell = "clkdlybuf4s50_1"
mostFrequentLayoutCells = "clkdlybuf4s50_1 (167), ha_1 (148), a21oi_1 (62)"
nFillCells = 1910
area_growth_pct = 35.4
fin_util_pct = 42.0
drive_above_1_share_pct = 2.59

[placement]
dp.final_hpwl_um = 20800
portBuffers = 167
gp_congestion = 0.972
## Yosys cell counts, types with 6 or more instances
master / instances
a221oi_1: 13
nor2b_1: 16
o21ai_0: 33
inv_1: 34
a21o_1: 17
a211oi_1: 12
nand2b_1: 8
nand3_1: 20
nand2_1: 38
buf_2: 10
a221o_1: 9
a22oi_1: 28
and3_1: 6
clkbuf_1: 21
nor2_1: 29
edfxtp_1: 24
nor4_1: 6
o21a_1: 8
a21oi_1: 62
o21ai_1: 14
a222oi_1: 13
nor3_1: 7
nand4_1: 24
ha_1: 148
o211ai_1: 8
mux2i_1: 23
o221ai_1: 9
## layout make-up
type | instances | area [um2] | area share [%]
Multi-Input combinational cell | 604 | 4800 | 60.2
Timing Repair Buffer | 175 | 1730 | 21.7
Sequential cell | 29 | 821 | 10.3
Tap cell | 260 | 325 | 4.08
Inverter | 35 | 131 | 1.65
Clock buffer | 6 | 129 | 1.62
Clock inverter | 2 | 33.8 | 0.424
## critical path, cell delays in order
cell             delay [ns]
clkdlybuf4s50_1        0.42
ha_1                   0.33
a21oi_1                0.15
a21oi_1                0.08
a2111oi_0              0.63
nor3_1                 0.10
nor2_1                 0.15
mux2_4                 0.31
o41ai_2                0.33
a21o_1                 0.41
buf_4                  0.28
## through the flow
stage / power [W] / setup slack (ns) / area [um2] / instances
after global routing: 0.00179 / 5.64 / 7970 / 1111
after global placement: 0.00146 / 5.47 / 7810 / 1103
final: 0.00165 / 5.72 / 7970 / 1111
after detailed placement: 0.00147 / 5.45 / 7810 / 1103
after CTS: 0.00163 / 5.74 / 7970 / 1111
after floorplan: 0.00103 / 6.24 / 5890 / 702
## cell families after synthesis
| logic type | after synthesis | share of synthesized area, % |
|---|---|---|
| flip-flops | 29 | 13.9 |
| multiplexers | 24 | 4.17 |
| adder cells (fa/ha/maj) | 148 | 31.5 |
| AND-OR/OR-AND | 258 | 30.1 |
| AND/OR/NAND/NOR | 174 | 15.7 |
| buffers and inverters | 69 | 4.61 |
## power by group through the flow
stage / combinational, W / sequential, W / clock, W
after CTS: 0.00125 / 0.000224 / 0.000150
after global routing: 0.00141 / 0.000232 / 0.000154
final: 0.00128 / 0.000225 / 0.000148
## state kept, by name, indices dropped and copies added, names as in the netlist
signal and count:
maxIndex 4, i 4, done 1, max 16, result 4
## per-layer routing
metal | GRT usage, % | wire (um) | up-vias
met2 | 37.2 | 10500 | 308
met4 | 6.73 | 696 | 0
met5 | 0 | 0 | -
li1 | - | - | 3115
met3 | 5.41 | 2460 | 34
met1 | 37.2 | 11300 | 2903
## worst paths after layout
kind,startpoint,endpoint,slack [ns],cells after the start
worst max-delay path,Arr9[6],maxIndex[0],5.72,11
worst min-delay path,maxIndex[2],result[2],0.48,0
worst max register to register,max[6],maxIndex[0],7.24,11
worst min register to register,maxIndex[2],result[2],0.48,0
Power figures rest on the tool's default switching activity, not on a simulated workload.
